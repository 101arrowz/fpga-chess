==> design.v <==
`default_nettype none
module seven_segment_controller #(parameter COUNT_PERIOD = 100000)
  (input wire           clk_in,
   input wire           rst_in,
   input wire [31:0]    val_in,
   output logic[6:0]    cat_out,
   output logic[7:0]    an_out
  );
  logic [7:0]   segment_state;
  logic [31:0]  segment_counter;
  logic [3:0]   sel_values;
  logic [6:0]   led_out;
  logic[7:0][3:0] temp;
  assign temp = val_in;
  assign sel_values = segment_state[0] ? temp[0] : 
  segment_state[1] ? temp[1] : 
  segment_state[2] ? temp[2] : 
  segment_state[3] ? temp[3] : 
  segment_state[4] ? temp[4] : 
  segment_state[5] ? temp[5] : 
  segment_state[6] ? temp[6] : 
  temp[7];
  bto7s mbto7s (.x_in(sel_values), .s_out(led_out));
  assign cat_out = ~led_out;  
  assign an_out = ~segment_state;  
  always_ff @(posedge clk_in)begin
    if (rst_in)begin
      segment_state <= 8'b0000_0001;
      segment_counter <= 32'b0;
    end else begin
      if (segment_counter == COUNT_PERIOD) begin
        segment_counter <= 32'd0;
        segment_state <= {segment_state[6:0],segment_state[7]};
      end else begin
        segment_counter <= segment_counter +1;
      end
    end
  end
endmodule  
module bto7s(
        input wire [3:0]   x_in,
        output logic[6:0] s_out
        );
  logic [3:0] x;
  assign x = x_in;
  assign s_out[0] = (x==0)||(x==2)||(x==3)||(x==5)||(x==6)||(x==7)||(x==8)||(x==9)||(x==10)||(x==12)||(x==14)||(x==15);
  assign s_out[1] =(x==0)||(x==1)||(x==2)||(x==3)||(x==4)||(x==7)||(x==8)||(x==9)||(x==10)||(x==13);
  assign s_out[2] =(x==0)||(x==1)||(x==3)||(x==4)||(x==5)||(x==6)||(x==7)||(x==8)||(x==9)||(x==10)||(x==11)||(x==13);
  assign s_out[3] =(x==0)||(x==2)||(x==3)||(x==5)||(x==6)||(x==8)||(x==9)||(x==11)||(x==12)||(x==13)||(x==14);
  assign s_out[4] =(x==0)||(x==2)||(x==6)||(x==8)||(x==10)||(x==11)||(x==12)||(x==13)||(x==14)||(x==15);
  assign s_out[5] =(x==0)||(x==4)||(x==5)||(x==6)||(x==8)||(x==9)||(x==10)||(x==11)||(x==12)||(x==14)||(x==15);
  assign s_out[6] =(x==2)||(x==3)||(x==4)||(x==5)||(x==6)||(x==8)||(x==9)||(x==10)||(x==11)||(x==13)||(x==14)||(x==15);
endmodule
`default_nettype wire
==> run.sh <==
#!/bin/bash
# OpenROAD 26Q1-2900-gdf79404cd8, Yosys 0.63+post, stock flow scripts
make -C /OpenROAD-flow-scripts/flow DESIGN_CONFIG=/design/flow/config.mk WORK_HOME=/design/flow/orfs finish
==> config.mk <==
export PLATFORM = sky130hd
export DESIGN_NAME = seven_segment_controller
export DESIGN_NICKNAME = seven_segment_controller
export VERILOG_FILES = /design/flow/design.v
export SDC_FILE = /design/flow/constraint.sdc
export NUM_CORES = 4
export LEC_CHECK = 1
export CORE_UTILIZATION = 30
==> constraint.sdc <==
current_design seven_segment_controller

set clk_period 4.8
set clk_io_pct 0.2

create_clock -name clk0 -period $clk_period [get_ports {clk_in}]

set non_clock_inputs [all_inputs -no_clocks]
set_input_delay [expr $clk_period * $clk_io_pct] -clock clk0 $non_clock_inputs
set_output_delay [expr $clk_period * $clk_io_pct] -clock clk0 [all_outputs]
==> Changelog: implementation <==
### Physical design

- Status: completed
- Worst R2R Path Depth: 5
- Synth warnings: 1
- Gpl congestion: approximately 0.82
- Comb. cell area: between 1000 and 1500 um2
- WL/cell: between 10 and 15 um
- Ports: approximately 49
- Setup bufs post-CTS: 0
- FF-to-FF Start: segment_counter[2]
- Post-cts gate resize count: 0
- CTS tree: built
- Ys flops: 40
- Critical Path End: cat_out[1]
- Distinct lib cells: 46
- Post-DRT Antenna Nets: 0
- R2r endpoint: segment_state[4]
- Drt drc: 0
- Final Cell Area: about 3000 um2
- GRT Residual Overflow: 0
- Share of layout cells above drive strength 1: 9.01%
- Yosys chip area: roughly 2400 um2
- CP arrival: ~3.5 ns
- Vias in the first global route: between 1500 and 2000
- Leak: 1.04 nW
- Setup_tns: 0 ns
- Reg area: about 800 um2
- Pwr dens: 224 nW/um2
- Pre-antenna DRT Iters: 4
- Overall power: about 680 uW
- Max Slew Vio Count: 0
- DP HPWL: about 3500 um
- Crit Path Max Fanout: 18
- Layout Cells excl Fill: approximately 420
- Mapped cell area: between 2000 and 2500 um2
- CP Capture Type: output port
- RSZ-0062 raised after global routing: false
- Tool warnings: 26
- First-pass GRT wire length: approximately 8400 um
- VDD IR max: ~0.27 mV
- Top cells by area: dfxtp_1, nor2_1, xor2_1, xnor2_1, mux2i_1
- DR vias: 2013
- CTS clk-pin slew, worst paths: 0.08 ns
- Final hold violation count: 0
- Antenna cells: 0
- Largest net degree at the start of global routing: 33
- Final Cycle Share: a little over nine tenths
- Layout overhead on the synthesized area: 27.3%
- Top cells excl fill/tap: nor2_1, clkdlybuf4s50_1, dfxtp_1
- Latency at later pin: between 0.2 and 0.3 ns
- Die X: between 90 and 100 um
- GRT Util Overall: roughly an eighth
- Clock Tree Buf Depth: 2
- Max-cap violation count: 0
- Critical Path Start Type: input pin
- Fillers: between 700 and 800
- Number of H-tree levels: 2
- Sequential fraction of the synthesis area: between 30% and 40%
- Root buf cell: clkbuf_8
- Slew HR: between 50% and 60%
- Cts hold-fix bufs: 0
- CP Class: in2out
- Worst-Margin Slew: 0.655 ns
- Data required, critical path: approximately 3.8 ns
- Most area-hungry cell type in the Yosys netlist: dfxtp_1
- Hold WC Path Type: reg2reg
- Chip Area: 8270 um2
- DRT iter0 DRCs: around 61
- Yosys cell count: 278
- R2R Setup Slk: roughly 2.8 ns
- I/O Buffers: ~48
- Routed wire length: 4960 um
- Chip height: between 90 and 100 um
- CTS Buf Count: 5
- Vias per cell: 4.75
- Inst Count DP: about 420
- Cell area after placement: 2910 um2
- Core box area: around 7700 um2
- Clk sinks: about 40
- Tmin final: 4.50 ns
- Initial antenna violation count: 0
- Crit. Startpoint: val_in[14]
- Fp util: between 30% and 40%
- Row cnt: 32
- Synth Instances: approximately 280
- Setup Skew: ~0.0060 ns
- Max Fclk: about 220 MHz
- Top area contributor share: ~34%
- Avg Inst Size Synth: approximately 8.5 um2
- Final setup viols: 0
worst min path at each step:
stage                  start                 end  slack, ns  cells past startpoint
6_report  segment_counter[0]  segment_counter[0]       0.49                      1
5_1_grt   segment_counter[0]  segment_counter[0]       0.53                      1
4_1_cts   segment_counter[0]  segment_counter[0]       0.50                      1
cells by family after synthesis:
family | Yosys count | share of synthesized area, %
buffers and inverters | 39 | 7.59
xor gates and xnor gates | 31 | 11.4
muxes | 12 | 5.06
adders and majority gates | 3 | 1.48
and+or+nand+nor | 125 | 27.7
AOI/OAI and AO/OA | 28 | 13.0
DFF | 40 | 33.7
synthesized netlist by cell type (all sizes together):
cell / count
nor2: 49
dfxtp: 40
inv: 25
nand2: 19
xor2: 17
xnor2: 14
nand3: 13
mux2i: 12
nand4: 11
a221oi: 8
buf: 8
nor4b: 7
and3: 6
clkbuf: 6
nor4: 6
a21oi: 5
o31ai: 4
nor3: 3
o211ai: 3
or4b: 3
and4: 2
ha: 2
o22ai: 2
o31a: 2
a31o: 1
a31oi: 1
and2: 1
maj3: 1
nand4b: 1
nor2b: 1
nor3b: 1
o21ai: 1
o311ai: 1
or3: 1
or4: 1
area by class of cell:
cell class | instances | share of cell area (%)
timing repair buffer | 50 | 16.4
tap | 102 | 4.22
multi-input combinational | 199 | 46.2
clock inverter | 2 | 1.16
clock buffer | 6 | 2.40
inverter | 25 | 3.11
sequential | 40 | 26.5
stage by stage:
step / setup slack, ns / utilization, % / hold slack [ns]
global route: 0.107 / 39.3 / 0.532
finish: 0.299 / 39.3 / 0.491
CTS: 0.290 / 39.3 / 0.501
detailed placement: 0.313 / 37.9 / 0.482
floorplan: 1.49 / - / 0.449
global placement: 0.326 / 37.9 / 0.470
layer usage:
layer	global-route usage, %	routed length [um]
met3	2.21	324
met2	18.2	2050
met4	1.19	38
met5	0	0
met1	19.9	2550
state kept, by name, indices dropped and copies added (netlist names):
signal / count
segment_counter: 32
segment_state: 8
worst max-delay path, stage by stage:
cell	delay [ns]
clkdlybuf4s50_1	0.45
inv_1	0.04
a221oi_2	0.27
a221oi_2	0.11
o31ai_4	0.62
or4b_1	0.49
o211ai_1	0.10
clkdlybuf4s50_1	0.49
report_power, final:
part	leakage, nW	switching [mW]	internal (mW)
Combinational	0.666	0.0291	0.0476
Clock	0.0552	0.111	0.154
Sequential	0.323	0.00261	0.334
Total	1.04	0.142	0.536
Power and IR drop assume default switching activity.
