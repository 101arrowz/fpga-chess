### design.v
`timescale 1ns / 1ps
`default_nettype none
module stream_sorter #(parameter MAX_LEN = 32, parameter KEY_BITS=8, parameter VALUE_BITS=15)
   (
    input wire 	       clk_in,
    input wire 	       rst_in,
    input wire[(VALUE_BITS-1):0] value_in,
    input wire[(KEY_BITS-1):0] key_in,
    input wire valid_in,
    input wire dequeue_in,
    output logic[(MAX_LEN-1):0][(VALUE_BITS-1):0] array_out,
    output logic[(MAX_LEN-1):0][(KEY_BITS-1):0] keys_out,
    output logic[($clog2(MAX_LEN)-1):0] array_len_out 
    );
    logic[(MAX_LEN-1):0][(VALUE_BITS-1):0] array_out_reg=0; 
    logic[(MAX_LEN-1):0][(KEY_BITS-1):0] keys_out_reg=0; 
    logic[($clog2(MAX_LEN + 1)-1):0] array_len_out_reg=0;
    logic[MAX_LEN:0] carry; 
    assign array_out = array_out_reg;
    assign keys_out = keys_out_reg;
    assign array_len_out=array_len_out_reg;
    always_comb begin
        carry[MAX_LEN]=1;
        for(integer i=0; i < MAX_LEN; i++) begin
            carry[i]=keys_out_reg[i]<=key_in;
        end
    end
    always_ff @(posedge clk_in) begin
        if(rst_in) begin
            for(integer i=0; i < MAX_LEN; i++) begin
                array_out_reg[i]<=0;
                keys_out_reg[i]<=0;
            end
            array_len_out_reg<=0;
        end else begin
            if(valid_in) begin
                for(integer i=1; i < MAX_LEN; i++) begin
                    if(carry[i-1]) begin
                        array_out_reg[i]<=array_out_reg[i-1];
                        keys_out_reg[i]<=keys_out_reg[i-1];
                    end else if (carry[i]) begin
                        array_out_reg[i]<=value_in;
                        keys_out_reg[i]<=key_in;
                    end
                end
                if(carry[0]) begin
                    array_out_reg[0]<=value_in;
                    keys_out_reg[0]<=key_in;
                end
                if (array_len_out_reg < MAX_LEN) begin
                    array_len_out_reg <= array_len_out_reg+1;
                end
            end else if (dequeue_in && array_len_out_reg > 0) begin
                for (integer i=0; i < MAX_LEN - 1; i++) begin
                    array_out_reg[i] <= array_out_reg[i + 1];
                    keys_out_reg[i] <= keys_out_reg[i + 1];
                end
                keys_out_reg[MAX_LEN - 1] <= 0;
                array_len_out_reg <= array_len_out_reg - 1;
            end
        end
    end
endmodule
`default_nettype wire
### run.sh
#!/bin/bash
# OpenROAD 26Q1-2900-gdf79404cd8, Yosys 0.63+post, stock flow scripts
make -C /OpenROAD-flow-scripts/flow DESIGN_CONFIG=/design/flow/config.mk WORK_HOME=/design/flow/orfs finish
### config.mk
export PLATFORM = sky130hd
export DESIGN_NAME = stream_sorter
export DESIGN_NICKNAME = stream_sorter
export VERILOG_FILES = /design/flow/design.v
export SDC_FILE = /design/flow/constraint.sdc
export NUM_CORES = 4
export LEC_CHECK = 1
export CORE_UTILIZATION = 30
### constraint.sdc
current_design stream_sorter

set clk_period 35.3
set clk_io_pct 0.2

create_clock -name clk0 -period $clk_period [get_ports {clk_in}]

set non_clock_inputs [all_inputs -no_clocks]
set_input_delay [expr $clk_period * $clk_io_pct] -clock clk0 $non_clock_inputs
set_output_delay [expr $clk_period * $clk_io_pct] -clock clk0 [all_outputs]
==> results.toml <==
# yosys + openroad results
[place]
detailed_place_hpwl_um = 176000
place_congestion = 0.966
portBuffers = 767
pre_cts_ws_ps = 23920

[clock_tree]
ctsHoldBuffers = 0
cts_root_buf = "clkbuf_16"
post-cts-setup-buffer-count = 0
cts_buffers = 90
clockBufferDepth = 3
worstSkewPairLatency_ps = 710
cts.clk_slew.worst_paths_ps = 60
ctsResizeCount = 0
cts_sinks = 742
cts_tree = "built"
cts_max_level = 3

[cells_and_area]
area_growth_syn_to_layout_pct = 30.0
ff_latch_area_um2 = 14900
nFillCells = 13900
post-route-util_pct = 39.3
largest_reg_flops = 480
logic_area_um2 = 25300
drive_above_1_share_pct = 7.84

[worst_hold_path]
min_from = "array_out_reg[8]"
min_to = "array_out_reg[8]"
hp-class = "reg2reg"
holdPathStages = 2

[timing]
slew_headroom_pct = 29.1
finalHoldViolations = 0
finalCritPeriodShare_pct = 30.5
whs_ps = 513
setup_violations = 0
worst_slack_ps = 24540
maxSlewViolCount = 0
rsz0062_at_grt = "no"
max_freq_mhz = 93.0
setup_tns_ps = 0
finClkSkew_ps = 29.2
period_needed_ps = 10760
tightest_slew_ps = 1060

[logic_synthesis]
yosysSeqAreaShare_pct = 34.7
top_area_share_pct = 34.7
mux_share_pct = 4.39
fa_ha_area_share_pct = 7.64
ys_area_um2 = 42800
postSynth.asyncResetShare_pct = 0
top_logic_kind = "AND-OR/OR-AND gates"
yosys_warnings = 1
synth_area_um2 = 42800
ys.flop_type = "dfxtp_1"
ys_sh_xor_pct = 0.0818
synthAoiAreaFrac_pct = 31.2
synth.avg_cell_area_um2 = 8.39
largest_area_cell = "dfxtp_1"
edf_count = 0
synth.distinct_cells = 67
simple_gate_area_share_pct = 14.9
synthCells = 5105
synth.yosys.num_cells = 5105
top_cells_by_area = "dfxtp_1 35%, a22o_1 13%, ha_1 7.6%"
ys.flops = 742

[global_route]
grt_pass1_wl_um = 338000
grt_start_max_net_pins = 187
antenna_found_initial = 12
track_usage_pct = 33.3
overflow = 0
grt_pass1_vias = 42100

[floorplanning]
die_y_um = 380
die_area_um2 = 144000
fp_util_pct = 30.3
core_um2 = 142000
design.portCount = 768
placementRows = 138
dieWidth_um = 380

[route]
viasPerCell = 6.08
dr_wl_met2_um = 100000
drt_iter0_drc = 5704
met1_length_um = 98300
firstDrtPassIters = 6
wl_um = 244000
drc = 0
wl_met3_um = 31000
routed.top_layer = "met5"
wl_per_cell_um = 32.0
drtAntennaViolNets = 0
vias = 46400

[power_and_ir_drop]
powerDensity_nw_per_um2 = 52.1
p_sw_mw = 1.03
p_int_mw = 1.87
clockPowerShare_pct = 33.8
ir_worst_vdd_mv = 0.0321
combPwrFrac_pct = 28.4
swShare_pct = 35.6
p_leak_nw = 21.2
seqPwrFrac_pct = 37.8

[critical_path]
r2r-start = "array_len_out_reg[3]"
r2r_cells = 8
path_cells = "clkdlybuf4s50_1 > buf_4 > inv_2 > buf_4 > ha_1 > nor2b_1 > o211ai_1 > a21oi_1 > o32a_2 > buf_4 > nand2b_1 > nor2_1 > a2111oi_0"
critPathCaptureType = "register"
startpoint_type = "primary input"
required_ps = 35870
cp_slowest_stage_delay_ps = 890
critPathArrivalTime_ps = 11330
critPathKind = "in2reg"
r2r-end = "keys_out_reg[209]"
rrSetupSlack_ps = 31760
cp_max_fo = 28
critPathMostFrequentCell = "buf_4"
crit_path_top_delay_cell = "nand2b_1"

[job]
openroad.warnings = 37
maxCapViolCount = 0

[run_status]
status = "completed"
[power groups by stage]
stage | Combinational, mW | Clock (mW) | Sequential [mW]
finish | 0.825 | 0.980 | 1.10
global route | 0.885 | 1.02 | 1.10
CTS | 0.811 | 0.984 | 1.09
[worst max-delay path by stage]
stage              from                 end  slack (ps)  cells after the start
finish        key_in[1]     keys_out_reg[0]       24540                     13
global route  key_in[1]     keys_out_reg[0]       24370                     13
CTS           key_in[3]  array_out_reg[100]       24650                     13
[metal layers]
metal	vias up	global-route usage, %
li1	20400	-
met1	22400	45.1
met2	2970	45.8
met3	548	13.7
met4	8	16.3
met5	-	0
[worst max-delay path: cells and delay by family]
family	cells	cell delay, ps
compound gates	4	760
fa+ha+maj	1	370
buf+inv	5	1960
simple gates	3	1100
[cell usage after synthesis, types with 8 or more instances]
cell type	number
a211oi_1	10
a21oi_1	340
a221o_1	90
a221oi_1	47
a22o_1	620
a31oi_1	151
a32oi_1	8
and2_1	41
and3_1	68
buf_1	20
buf_2	52
buf_4	12
buf_6	17
clkbuf_1	398
dfxtp_1	742
ha_1	260
inv_1	249
mux2i_1	188
nand2_1	387
nand3_1	225
nand3b_1	15
nand4_1	64
nor2_1	489
nor2b_1	54
nor3_1	8
nor4_1	22
o211ai_1	32
o21a_1	9
o21ai_0	105
o21ai_1	15
o221ai_1	218
o22ai_1	8
o2bb2ai_1	23
o31ai_1	9
o31ai_2	10
o41ai_1	20
or2_2	14
[through the flow]
step	power, mW	area [um2]	instances
5_1_grt	3.00	55700	7619
6_report	2.90	55700	7628
3_3_place_gp	1.91	52700	7464
4_1_cts	2.89	55700	7619
2_1_floorplan	1.46	42800	5105
3_5_place_dp	1.91	52700	7464
[cells by family after synthesis]
| logic type | count (synthesis) |
|---|---|
| buf+inv | 749 |
| mux | 188 |
| xor+xnor | 4 |
| flops | 742 |
| compound gates | 1754 |
| fa+ha+maj | 261 |
| simple gates | 1407 |
[layout by cell type, fill, tap and decap left out, types with 188 or more instances in the layout]
cell,n
a21oi_1,335
a22o_1,620
buf_4,199
clkdlybuf4s50_1,764
dfxtp_1,742
ha_1,260
inv_1,242
mux2i_1,188
nand2_1,387
nand3_1,225
nor2_1,489
o221ai_1,218
[area by class of cell]
cell class / count / area share [%]
flip-flops and latches: 742 / 26.7
clock inverters: 28 / 0.705
inverters: 250 / 1.69
well taps: 1890 / 4.24
diodes: 9 / 0.0404
repair buffers: 968 / 16.6
multi-input cells: 3614 / 45.4
clock buffers: 127 / 4.71
No activity file was given, so power comes from the tool's default toggle rates.
